$ cat flow/config.mk
export PLATFORM = sky130hd
export DESIGN_NAME = i2s_8kHz_i2s_format
export DESIGN_NICKNAME = i2s_8kHz_i2s_format
export VERILOG_FILES = /design/flow/design.v
export SDC_FILE = /design/flow/constraint.sdc
export NUM_CORES = 4
export LEC_CHECK = 1
export CORE_UTILIZATION = 40
$ cat flow/constraint.sdc
current_design i2s_8kHz_i2s_format

set clk_period 11.7
set clk_io_pct 0.2

create_clock -name clk0 -period $clk_period [get_ports {mclk}]

set non_clock_inputs [all_inputs -no_clocks]
set_input_delay [expr $clk_period * $clk_io_pct] -clock clk0 $non_clock_inputs
set_output_delay [expr $clk_period * $clk_io_pct] -clock clk0 [all_outputs]
$ cat flow/design.v
module i2s_8kHz_i2s_format
(
	input	wire			mclk,
	input	wire			rst,
	output	reg				lrclk,
	output	reg				bclk,
	output	reg				sdout,
	input	wire			sdin,
	output	reg				pdout_ack,
	input	wire	[31:0]	pdout_l,
	input	wire	[31:0]	pdout_r,
	output	reg				pdin_req,
	output	reg		[31:0]	pdin_l,
	output	reg		[31:0]	pdin_r
);
reg [10:0] lrclk_divider;
reg [4:0] bclk_divider;
reg [5:0] bit_number;
reg [63:0] pdout;
reg [63:0] pdin;
always @ (posedge mclk)
begin
	if (rst)
	begin
		lrclk_divider <= 1535;
		bclk_divider <= 23;
		bit_number <= 0;
		lrclk <= 0;
		bclk <= 0;
		sdout <= 0;
		pdout <= 0;
		pdout_ack <= 0;
		pdin <= 0;
		pdin_req <= 0;
		pdin_l <= 0;
		pdin_r <= 0;
	end
	else
	begin
		if (lrclk_divider == 1535)
		begin
			lrclk_divider <= 0;
		end
		else
		begin
			lrclk_divider <= lrclk_divider + 1;
		end
		if (lrclk_divider == 23)
		begin
			bclk_divider <= 0;
			bit_number <= 63;
			pdout <= { pdout_l, pdout_r };
			pdout_ack <= 1;
		end
		else if (bclk_divider == 23)
		begin
			bclk_divider <= 0;
			bit_number <= bit_number - 1;
			pdout_ack <= 0;
		end
		else
		begin
			bclk_divider <= bclk_divider + 1;
			pdout_ack <= 0;
		end
		if (lrclk_divider == 0)
		begin
			lrclk <= 0;
		end
		else if (lrclk_divider == 767)
		begin
			lrclk <= 1;
		end
		if (bclk_divider == 0)
		begin
			bclk <= 0;
		end
		else if (bclk_divider == 11)
		begin
			bclk <= 1;
		end
		sdout <= pdout[bit_number];
		if (bclk_divider == 12)
		begin
			pdin <= { pdin[62:0], sdin };
		end
		if (lrclk_divider == 23)
		begin
			pdin_req <= 1;
			pdin_l <= pdin[63:32];	
			pdin_r <= pdin[31: 0];	
		end
		else
		begin
			pdin_req <= 0;
		end
	end
end
endmodule
$ cat flow/run.sh
#!/bin/bash
# OpenROAD 26Q1-2900-gdf79404cd8, Yosys 0.63+post, stock flow scripts
make -C /OpenROAD-flow-scripts/flow DESIGN_CONFIG=/design/flow/config.mk WORK_HOME=/design/flow/orfs finish
==> flow_metrics.env <==
# source this file to load flow results
export IMPL_status="completed"
export IMPL_cp_end_kind="flop"
export IMPL_hold_depth=2
export IMPL_drtIter0Drc=350
export IMPL_grt_pass1_vias=6319
export IMPL_fin_skew_ps=14.2
export IMPL_worstPathMaxFanout=91
export IMPL_globalplace_congestion=0.794
export IMPL_std_cell_rows=52
export IMPL_cts_root_buf="clkbuf_16"
export IMPL_ys_seq_frac=0.523
export IMPL_totalWireLength_mm=18.8
export IMPL_initial_core_util=0.410
export IMPL_rsz0062_at_grt="false"
export IMPL_synthAdderAreaFrac=0.00750
export IMPL_grt_pass1_wl_mm=31.4
export IMPL_core_area_mm2=0.0204
export IMPL_insertion_delay_ps=500
export IMPL_warnings=27
export IMPL_slowest_delay_ps=670
export IMPL_syn_avg_cell_area_um2=8.16
export IMPL_holdCritPathClass="flop to flop"
export IMPL_period_used=0.351
export IMPL_cp_common_cell="buf_4"
export IMPL_drv_slew=0
export IMPL_gr_usage_all_layers=0.182
export IMPL_ant_nets=0
export IMPL_clk_pin_slew_ps=60
export IMPL_placed_area_mm2=0.00973
export IMPL_wl_per_cell_um=13.4
export IMPL_drt_pass1_iterations=4
export IMPL_yosys_warnings=1
export IMPL_cts_htree_levels=1
export IMPL_drv_cap=0
export IMPL_crit_arrival_ps=4480
export IMPL_numCtsBuffers=23
export IMPL_aoi_share=0.158
export IMPL_leakage_nw=3.49
export IMPL_xor_area_frac=0.0126
export IMPL_yosysUniqueCellTypes=44
export IMPL_synthArstFlopShare=0
export IMPL_ys_area_mm2=0.00834
export IMPL_flop_cell="dfxtp_1"
export IMPL_crit_required_ps=12070
export IMPL_tritoncts="built"
export IMPL_worstSetupPathType="input pin to flop"
export IMPL_max_slew_margin=0.502
export IMPL_mux_area_frac=0.0424
export IMPL_clockBufferDepth=3
export IMPL_io_pin_count=136
export IMPL_yosys_cells=1022
export IMPL_io_buffers=135
export IMPL_area_delta_synth_final_pct=25.7
export IMPL_r2r_cells=7
export IMPL_simple_gate_area_frac=0.204
export IMPL_cts_resized=0
export IMPL_overflow=0
export IMPL_dieHeight_um=146
export IMPL_syn_cell_area_mm2=0.00834
export IMPL_grt_max_degree=92
export IMPL_syn_inst=1022
export IMPL_timing_fmax_ghz=0.244
export IMPL_drc=0
export IMPL_reg2reg_slack_ps=8690
export IMPL_vdd_drop_max_mv=0.0970
export IMPL_cts_sinks=218
export IMPL_topCombFamilyByArea="simple AND/OR/NAND/NOR gates"
export IMPL_cp_cell_sequence="buf_6 -> buf_4 -> buf_4 -> a31oi_1 -> o21ai_0 -> a32oi_1"
export IMPL_critPathSlowestCell="buf_4"
export IMPL_edf_count=0
export IMPL_final_area_mm2=0.0105
export IMPL_layout_drive_gt1_share=0.0628
export IMPL_antenna_found_initial=1
export IMPL_setup_tns_ps=0
export IMPL_viasPerCell=4.89
export IMPL_startpoint_type="input pin"
export IMPL_hpwl_mm=11.1
export IMPL_postCtsHoldBufs=0
export IMPL_setup_viol=0
export IMPL_synth_flops=218
export IMPL_via_count=6852
export IMPL_hold_viol=0
export IMPL_dieWidth_um=146
export IMPL_worst_slew_pin_slew_ps=747
export IMPL_dieArea_mm2=0.0214
export IMPL_post_cts_setup_buffers=0
export IMPL_final_min_clock_period_ps=4110
export IMPL_p_per_area_mw_per_mm2=169
worst paths after layout:
path	start	endpoint
worst max register to register	lrclk_divider[6]	pdin_r[22]
worst min-delay path	pdout[18]	pdout[18]
worst max-delay path	rst	sdout
worst min register to register	pdout[18]	pdout[18]
flip-flops by register name, summed over array words and instances, names as in the netlist:
signal and count:
bit_number 6, pdin_r 32, bclk 1, pdin_req 1, lrclk_divider 11, sdout 1
bclk_divider 5, pdout 64, lrclk 1, pdin_l 32, pdin 64
where the power goes:
part	switching (W)	internal (W)	total, W	leakage (nW)
clock	0.000290	0.000436	0.000726	0.383
sequential	0.0000532	0.000775	0.000828	1.76
combinational	0.000110	0.000112	0.000222	1.35
total	0.000454	0.00132	0.00178	3.49
cells by family after synthesis:
kind of cell / Yosys count
compound gates: 245
xor+xnor: 12
fa+ha+maj: 5
buf+inv: 89
flops: 218
mux: 21
simple gates: 432
Yosys cell counts (5+ instances only):
cell type  number  area share
buf_1           8      0.0036
clkbuf_1       52       0.023
inv_1          10      0.0045
mux2_2          5      0.0067
xnor2_1         8      0.0084
nand2_1       392        0.18
dfxtp_1       218        0.52
nor2_1         11      0.0049
ha_1            5      0.0075
a21oi_1       211        0.13
o21bai_1        9      0.0081
nand3_1         5      0.0030
mux2i_1         5      0.0060
mux4_2         11       0.030
buf_6          12       0.016
critical path: cells and delay by family:
kind,cells,cell delay (ps)
AND-OR/OR-AND,3,250
buffers and inverters,3,1810
area by class of cell:
| type | instances | area [µm²] |
|---|---|---|
| clock inverter | 10 | 104 |
| timing repair buffer | 146 | 1440 |
| tap | 270 | 338 |
| antenna | 1 | 2.50 |
| sequential | 218 | 4360 |
| clock buffer | 31 | 656 |
| inverter | 11 | 41.3 |
| multi-input combinational | 715 | 3550 |
| fill | 1950 | 9870 |
routing by layer:
layer,GRT usage,share of wire,vias to the layer above
met2,0.264,0.42,115
met4,0.0250,0.016,0
met1,0.295,0.50,3145
met5,0,0,-
met3,0.0395,0.055,25
li1,-,-,3567
cell usage in the layout, fill, tap and decap left out, types with 3 or more instances in the layout:
| cell | count |
|---|---|
| clkbuf_16 | 23 |
| o21ai_0 | 3 |
| dfxtp_1 | 218 |
| a311oi_1 | 3 |
| buf_4 | 11 |
| nand2_1 | 392 |
| xnor2_1 | 8 |
| mux2_2 | 5 |
| ha_1 | 5 |
| a21oi_1 | 211 |
| nor2b_1 | 3 |
| inv_1 | 10 |
| xor2_1 | 4 |
| nor2_1 | 11 |
| clkbuf_8 | 5 |
| clkbuf_1 | 3 |
| nand3_1 | 4 |
| mux4_2 | 11 |
| o21bai_1 | 9 |
| clkdlybuf4s50_1 | 134 |
| mux2i_1 | 5 |
| a31oi_1 | 3 |
| a211oi_1 | 3 |
| nor3_1 | 4 |
| clkinv_2 | 7 |
| a21o_1 | 4 |
through the flow:
stage	hold slack, ps	cells	worst slack, ps	power (W)	util
after global routing	470	1401	7440	0.00186	0.515
after floorplan	422	1022	8380	0.000999	-
after global placement	439	1360	7050	0.00106	0.478
after detailed placement	445	1360	7090	0.00106	0.478
after CTS	453	1401	7610	0.00180	0.515
final	451	1402	7590	0.00178	0.515
Power and IR drop assume default switching activity.
