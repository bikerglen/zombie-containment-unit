[design/flow/design.v]
module dtmf
(
	input	wire			clk,
	input	wire			rst,
	input	wire			valid,
	input	wire	[11:0]	data,
	output	reg				newKey,
	output	reg		 [7:0]	theKey,
	output	reg				dtmf_valid,
	output	reg		 [3:0]	dtmf_data
);
reg [7:0] count;
reg first;
reg iir_outs_valid;
reg [19:0] r1_q1_r, r1_q2_r;
reg [19:0] r2_q1_r, r2_q2_r;
reg [19:0] r3_q1_r, r3_q2_r;
reg [19:0] r4_q1_r, r4_q2_r;
reg [19:0] c1_q1_r, c1_q2_r;
reg [19:0] c2_q1_r, c2_q2_r;
reg [19:0] c3_q1_r, c3_q2_r;
reg [19:0] c4_q1_r, c4_q2_r;
wire [19:0] r1_q1, r1_q2;
wire [19:0] r2_q1, r2_q2;
wire [19:0] r3_q1, r3_q2;
wire [19:0] r4_q1, r4_q2;
wire [19:0] c1_q1, c1_q2;
wire [19:0] c2_q1, c2_q2;
wire [19:0] c3_q1, c3_q2;
wire [19:0] c4_q1, c4_q2;
reg [3:0] mag_sq_input_number;
reg [19:0] mag_sq_q1;
reg [19:0] mag_sq_q2;
reg [12:0] mag_sq_coeff;
reg [39:0] p1, p2;
reg [51:0] p3;
reg [41:0] sum;
reg pressed;
reg r1_p, r2_p, r3_p, r4_p;
reg c1_p, c2_p, c3_p, c4_p;
reg evaluate;
reg [7:0] key, lastKey;
always @ (posedge clk)
begin
	if (rst)
	begin
		count <= 0;
		first <= 1;
		iir_outs_valid <= 0;
		r1_q1_r <= 0;
		r1_q2_r <= 0;
		r2_q1_r <= 0;
		r2_q2_r <= 0;
		r3_q1_r <= 0;
		r3_q2_r <= 0;
		r4_q1_r <= 0;
		r4_q2_r <= 0;
		c1_q1_r <= 0;
		c1_q2_r <= 0;
		c2_q1_r <= 0;
		c2_q2_r <= 0;
		c3_q1_r <= 0;
		c3_q2_r <= 0;
		c4_q1_r <= 0;
		c4_q2_r <= 0;
		mag_sq_input_number <= 0;
		mag_sq_q1 <= 0; 
		mag_sq_q2 <= 0; 
		mag_sq_coeff <= 0;
		p1 <= 0;
		p2 <= 0;
		p3 <= 0;
		sum <= 0;
		pressed <= 0;
		r1_p <= 0;
		r2_p <= 0;
		r3_p <= 0;
		r4_p <= 0;
		c1_p <= 0;
		c2_p <= 0;
		c3_p <= 0;
		c4_p <= 0;
		evaluate <= 0;
		newKey <= 0;
		key <= 0;
		theKey <= 0;
		lastKey <= 0;
		dtmf_valid <= 0;
		dtmf_data <= 0;
	end
	else
	begin
		if (valid) 
		begin
			if (count == 204)
			begin
				count <= 0;
				first <= 1;
			end
			else
			begin
				count <= count + 1;
				first <= 0;
			end
		end
		if (valid && first)
		begin
			iir_outs_valid <= 1;
			r1_q1_r <= r1_q1;
			r1_q2_r <= r1_q2;
			r2_q1_r <= r2_q1;
			r2_q2_r <= r2_q2;
			r3_q1_r <= r3_q1;
			r3_q2_r <= r3_q2;
			r4_q1_r <= r4_q1;
			r4_q2_r <= r4_q2;
			c1_q1_r <= c1_q1;
			c1_q2_r <= c1_q2;
			c2_q1_r <= c2_q1;
			c2_q2_r <= c2_q2;
			c3_q1_r <= c3_q1;
			c3_q2_r <= c3_q2;
			c4_q1_r <= c4_q1;
			c4_q2_r <= c4_q2;
		end
		else
		begin
			iir_outs_valid <= 0;
		end
		if (iir_outs_valid)
		begin
			mag_sq_input_number <= 0;
		end
		else if (mag_sq_input_number < 15)
		begin
			mag_sq_input_number <= mag_sq_input_number + 1;
		end
		case (mag_sq_input_number)
			0: begin mag_sq_q1 <= r1_q1_r; mag_sq_q2 <= r1_q2_r; mag_sq_coeff <= 3488; end
			1: begin mag_sq_q1 <= r2_q1_r; mag_sq_q2 <= r2_q2_r; mag_sq_coeff <= 3350; end
			2: begin mag_sq_q1 <= r3_q1_r; mag_sq_q2 <= r3_q2_r; mag_sq_coeff <= 3200; end
			3: begin mag_sq_q1 <= r4_q1_r; mag_sq_q2 <= r4_q2_r; mag_sq_coeff <= 3037; end
			4: begin mag_sq_q1 <= c1_q1_r; mag_sq_q2 <= c1_q2_r; mag_sq_coeff <= 2382; end
			5: begin mag_sq_q1 <= c2_q1_r; mag_sq_q2 <= c2_q2_r; mag_sq_coeff <= 2066; end
			6: begin mag_sq_q1 <= c3_q1_r; mag_sq_q2 <= c3_q2_r; mag_sq_coeff <= 1618; end
			7: begin mag_sq_q1 <= c4_q1_r; mag_sq_q2 <= c4_q2_r; mag_sq_coeff <= 1146; end
			default: begin mag_sq_q1 <= 0; mag_sq_q2 <= 0; end
		endcase
		p1 <= $signed (mag_sq_q1) * $signed (mag_sq_q1);
		p2 <= $signed (mag_sq_q2) * $signed (mag_sq_q2);
		p3 <= $signed (mag_sq_q1) * $signed (mag_sq_q2) * $signed (mag_sq_coeff);
		sum <= { {2{p1[39]}}, p1[39:0] } + 
		       { {2{p2[39]}}, p2[39:0] } - 
			   { {1{p3[51]}}, p3[51:11] };
		pressed <= $signed(sum) > 419430400;
		if (mag_sq_input_number == 4) r1_p <= pressed;
		if (mag_sq_input_number == 5) r2_p <= pressed;
		if (mag_sq_input_number == 6) r3_p <= pressed;
		if (mag_sq_input_number == 7) r4_p <= pressed;
		if (mag_sq_input_number == 8) c1_p <= pressed;
		if (mag_sq_input_number == 9) c2_p <= pressed;
		if (mag_sq_input_number == 10) c3_p <= pressed;
		if (mag_sq_input_number == 11) c4_p <= pressed;
		evaluate <= (mag_sq_input_number == 12);
		if (evaluate) 
		begin
			     if (r1_p && c1_p) begin key <= "1"; dtmf_valid <= 1; dtmf_data <=  1; end
			else if (r1_p && c2_p) begin key <= "2"; dtmf_valid <= 1; dtmf_data <=  2; end
			else if (r1_p && c3_p) begin key <= "3"; dtmf_valid <= 1; dtmf_data <=  3; end
			else if (r1_p && c4_p) begin key <= "A"; dtmf_valid <= 1; dtmf_data <= 13; end
			else if (r2_p && c1_p) begin key <= "4"; dtmf_valid <= 1; dtmf_data <=  4; end
			else if (r2_p && c2_p) begin key <= "5"; dtmf_valid <= 1; dtmf_data <=  5; end
			else if (r2_p && c3_p) begin key <= "6"; dtmf_valid <= 1; dtmf_data <=  6; end
			else if (r2_p && c4_p) begin key <= "B"; dtmf_valid <= 1; dtmf_data <= 14; end
			else if (r3_p && c1_p) begin key <= "7"; dtmf_valid <= 1; dtmf_data <=  7; end
			else if (r3_p && c2_p) begin key <= "8"; dtmf_valid <= 1; dtmf_data <=  8; end
			else if (r3_p && c3_p) begin key <= "9"; dtmf_valid <= 1; dtmf_data <=  9; end
			else if (r3_p && c4_p) begin key <= "C"; dtmf_valid <= 1; dtmf_data <= 15; end
			else if (r4_p && c1_p) begin key <= "*"; dtmf_valid <= 1; dtmf_data <= 11; end
			else if (r4_p && c2_p) begin key <= "0"; dtmf_valid <= 1; dtmf_data <= 10; end
			else if (r4_p && c3_p) begin key <= "#"; dtmf_valid <= 1; dtmf_data <= 12; end
			else if (r4_p && c4_p) begin key <= "D"; dtmf_valid <= 1; dtmf_data <=  0; end
			else begin dtmf_valid <= 0; dtmf_data <= 0; end
		end
		newKey <= (key != lastKey);
		theKey <= key;
		lastKey <= key;
	end
end
dtmf_iir #(3488) dtmf_iir_r1_697_3488
(
	.clk		(clk),
	.rst		(rst),
	.valid		(valid),
	.first		(first),
	.data		(data),
	.q1			(r1_q1),
	.q2			(r1_q2)
);
dtmf_iir #(3350) dtmf_iir_r2_770_3350
(
	.clk		(clk),
	.rst		(rst),
	.valid		(valid),
	.first		(first),
	.data		(data),
	.q1			(r2_q1),
	.q2			(r2_q2)
);
dtmf_iir #(3200) dtmf_iir_r3_852_3200
(
	.clk		(clk),
	.rst		(rst),
	.valid		(valid),
	.first		(first),
	.data		(data),
	.q1			(r3_q1),
	.q2			(r3_q2)
);
dtmf_iir #(3037) dtmf_iir_r4_941_3037
(
	.clk		(clk),
	.rst		(rst),
	.valid		(valid),
	.first		(first),
	.data		(data),
	.q1			(r4_q1),
	.q2			(r4_q2)
);
dtmf_iir #(2382) dtmf_iir_c1_1209_2382
(
	.clk		(clk),
	.rst		(rst),
	.valid		(valid),
	.first		(first),
	.data		(data),
	.q1			(c1_q1),
	.q2			(c1_q2)
);
dtmf_iir #(2066) dtmf_iir_c2_1336_2066
(
	.clk		(clk),
	.rst		(rst),
	.valid		(valid),
	.first		(first),
	.data		(data),
	.q1			(c2_q1),
	.q2			(c2_q2)
);
dtmf_iir #(1618) dtmf_iir_c3_1477_1618
(
	.clk		(clk),
	.rst		(rst),
	.valid		(valid),
	.first		(first),
	.data		(data),
	.q1			(c3_q1),
	.q2			(c3_q2)
);
dtmf_iir #(1146) dtmf_iir_c4_1633_1146
(
	.clk		(clk),
	.rst		(rst),
	.valid		(valid),
	.first		(first),
	.data		(data),
	.q1			(c4_q1),
	.q2			(c4_q2)
);
endmodule
module dtmf_iir
(
	input	wire			clk,
	input	wire			rst,
	input	wire			valid,
	input	wire			first,
	input	wire	[11:0]	data,
	output	reg		[19:0]	q1,
	output	reg		[19:0]	q2
);
parameter coeff = 12'd3200;
wire [32:0] term_pre0 = $signed ( {1'b0,coeff} ) * $signed (q1);
wire [32:0] term_pre1 = term_pre0 - 
						{ {2{q2[19]}}, q2[19:0], 11'b0 } + 
						{ {10{data[11]}}, data[11:0], 11'b0 } +
						11'b1_0000_0000_00;
wire [19:0] term_pre2 =  (term_pre1[32]) ? 
        ((&term_pre1[31:30]) ? (term_pre1[30:11]) : (20'h80000)) :
        ((|term_pre1[31:30]) ? (20'h7ffff) : (term_pre1[30:11])) ;
wire [19:0] next_q1 = first ? { {8{data[11]}}, data[11:0] } : term_pre2;
wire [19:0] next_q2 = first ? 20'b0 : q1;
always @ (posedge clk)
begin
	if (rst)
	begin
		q1 <= 0;
		q2 <= 0;
	end
	else
	begin
		if (valid) 
		begin
			q1 <= next_q1;
			q2 <= next_q2;
		end
	end
end
endmodule
[design/flow/run.sh]
#!/bin/bash
# OpenROAD 26Q1-2900-gdf79404cd8, Yosys 0.63+post, stock flow scripts
make -C /OpenROAD-flow-scripts/flow DESIGN_CONFIG=/design/flow/config.mk WORK_HOME=/design/flow/orfs finish
[design/flow/config.mk]
export PLATFORM = sky130hd
export DESIGN_NAME = dtmf
export DESIGN_NICKNAME = dtmf
export VERILOG_FILES = /design/flow/design.v
export SDC_FILE = /design/flow/constraint.sdc
export NUM_CORES = 4
export LEC_CHECK = 1
export CORE_UTILIZATION = 50
[design/flow/constraint.sdc]
current_design dtmf

set clk_period 39.7
set clk_io_pct 0.2

create_clock -name clk0 -period $clk_period [get_ports {clk}]

set non_clock_inputs [all_inputs -no_clocks]
set_input_delay [expr $clk_period * $clk_io_pct] -clock clk0 $non_clock_inputs
set_output_delay [expr $clk_period * $clk_io_pct] -clock clk0 [all_outputs]
==> results.toml <==
# flow metrics
[status]
status = "complete, no violations"

[timing]
maxSlewHeadroom_pct = 29.3
finClkSkew_ps = 81.0
finalCriticalPeriod_ps = 14630
finalSetupViolCount = 0
finalMaxSlewViolations = 0
maxClockFrequency_mhz = 68.4
tightest_slew_ps = 1060
timing_hold_violations_final = 0
finalHoldWorstSlack_ps = 453
finalCritPeriodShare_pct = 36.8
tns_ps = 0
grt_setup_unrepaired = "false"

[flow_run]
max_cap_viol_count = 0
openroad.warnings = 95

[placement]
place_inst = 18400
buffer_ports.inserted = 27
place_hpwl_mm = 313
postPlaceCellArea_sq_mm = 0.139
gp_routability_congestion = 0.997

[clock_network]
cts-root-to-sink-buffers = 3
root_buffer = "sky130_fd_sc_hd__clkbuf_16"
post-cts-setup-buffer-count = 0
clkSinkCount = 897
cts_hold_repair.buffers = 0
tritoncts = "yes"
clk_ins_delay_skew_pair_ps = 800
clk_transition_reported_paths_ps = 60
resized_after_cts = 0
cts-buffers-inserted = 110
cts_htree_levels = 3

[yosys]
ys_warn_count = 9
share_of_flip_flops_with_an_asynchronous_set_or_reset_after_synthesis_pct = 0
synthDominantCellAreaShare_pct = 34.6
postSynth.topFlopCell = "sky130_fd_sc_hd__dfxtp_1"
post_synth_instance_area_sq_mm = 0.134
netlist_top_cells_area = "sky130_fd_sc_hd__fa_1, sky130_fd_sc_hd__dfxtp_1, sky130_fd_sc_hd__ha_1"
yosys_register_bits = 897
count_of_mapped_cells_out_of_synthesis = 15100
yosysCellCount = 15100
syn_avg_cell_area_sq_um = 8.86
synth_area_leader_cell = "sky130_fd_sc_hd__fa_1"
synth-edff-count = 0
netlist-cell-type-count = 100
ys_area_sq_mm = 0.134
yosysSeqAreaShare_pct = 13.4

[final_layout]
lay_top_cells = "sky130_fd_sc_hd__inv_1, sky130_fd_sc_hd__fa_1, sky130_fd_sc_hd__nand2_1, sky130_fd_sc_hd__ha_1, sky130_fd_sc_hd__dfxtp_1"
final_layout_top_logic_cell = "sky130_fd_sc_hd__inv_1"
area_growth_syn_to_layout_pct = 6.05
final.fill_count = 24800
fin_area_sq_mm = 0.142
drive_above_1_share_pct = 3.98
instances_no_fill = 18600

[worst_setup_path]
worst_r2r_endpoint = "p3[48]$_SDFF_PP0_"
worst_ep_required_time_ps = 40380
worstRegToRegCells = 49
reg2reg_setup_slack_ps = 25880
crit_top_cell = "sky130_fd_sc_hd__fa_1"
crit_type = "primary input to register"
critPathSlowestCell = "sky130_fd_sc_hd__nand4bb_1"
worst_r2r_startpoint = "mag_sq_q1[12]$_SDFF_PP0_"
cp-startpoint = "data[3]"
critical_path.endpoint_type = "register"
worst_ep_arrival_time_ps = 15310
cp_max_fo = 19
critical_path_cell_list = "clkdlybuf4s50_1 > buf_4 > ha_1 > fa_1 > fa_1 > inv_1 > fa_1 > inv_1 > fa_1 > fa_1 > ha_1 > a21o_1 > a21o_1 > a221o_1 > and3b_1 > o21bai_1 > a311oi_1 > nor3_1 > o21a_1 > o21ai_0 > nand4bb_1 > a221oi_1"
cpPeakStageDelay_ps = 690
critPathLaunchType = "primary input"
cp.buffers_inverters = 4
worst_path_top_cell_family_by_delay = "adder cells"

[min_path]
hold_depth = 2
holdCritStartpoint = "r3_q1_r[5]$_SDFFE_PP0P_"
timing.hold.worst.class = "register to register"
hold_path_end = "r3_q1_r[5]$_SDFFE_PP0P_"

[floorplanning]
fp-utilization_pct = 50.5
die-height_um = 520
rows = 189
boundaryPins = 29
coreArea_sq_mm = 0.266
dieWidth_um = 520
design.die.area_sq_mm = 0.271

[route]
via_count = 101000
wl_per_cell_um = 21.4
met2_wirelength_mm = 188
drt_drc_violations_left = 0
drt.antenna.violating_nets = 0
routed_met1_length_mm = 149
wl_mm = 397
route.detailed.vias_per_inst = 5.42
topRoutingLayerUsed = "met5"
firstDrtPassIters = 6
drt-initial-drc-count = 5202
routed_length_on_met3_mm = 31.2

[grt]
grt_antenna_before_repair = 7
grt_util_all_layers_pct = 32.2
grt_max_degree = 127
grt_pass1_wl_mm = 615
first_global_vias = 104000
globalRouteOverflowTotal = 0
how the worst max path moves through the flow:
stage | slack, ps | endpoint | cells past startpoint
after CTS | 25130 | dtmf_iir_r4_941_3037.q1[0]$_SDFFE_PP0P_ | 22
final | 25070 | dtmf_iir_r4_941_3037.q1[0]$_SDFFE_PP0P_ | 22
after global routing | 24610 | dtmf_iir_r4_941_3037.q1[9]$_SDFFE_PP0P_ | 22
area by class of cell:
| class | instances | area [sq um] | area share [%] |
|---|---|---|---|
| antenna | 7 | 17.5 | 0.0123 |
| clock buffer | 148 | 3090 | 2.17 |
| clock inverter | 57 | 641 | 0.450 |
| inverter | 3190 | 12000 | 8.41 |
| multi-input combinational | 10500 | 102000 | 71.8 |
| sequential | 897 | 18000 | 12.6 |
| tap | 3533 | 4420 | 3.10 |
| timing repair buffer | 265 | 2050 | 1.44 |
cell usage after synthesis, types with 31 or more instances:
| cell | number |
|---|---|
| sky130_fd_sc_hd__inv_1 | 3176 |
| sky130_fd_sc_hd__o21bai_1 | 65 |
| sky130_fd_sc_hd__a22oi_1 | 219 |
| sky130_fd_sc_hd__a22o_1 | 43 |
| sky130_fd_sc_hd__o211ai_1 | 34 |
| sky130_fd_sc_hd__o21a_1 | 88 |
| sky130_fd_sc_hd__nor2b_1 | 91 |
| sky130_fd_sc_hd__nor2_1 | 821 |
| sky130_fd_sc_hd__o221a_2 | 33 |
| sky130_fd_sc_hd__fa_1 | 2318 |
| sky130_fd_sc_hd__xnor2_1 | 424 |
| sky130_fd_sc_hd__o21ai_0 | 355 |
| sky130_fd_sc_hd__a211oi_1 | 71 |
| sky130_fd_sc_hd__a21o_1 | 229 |
| sky130_fd_sc_hd__clkbuf_1 | 537 |
| sky130_fd_sc_hd__ha_1 | 1361 |
| sky130_fd_sc_hd__a31oi_1 | 140 |
| sky130_fd_sc_hd__dfxtp_1 | 897 |
| sky130_fd_sc_hd__or2_2 | 31 |
| sky130_fd_sc_hd__nand2_1 | 1599 |
| sky130_fd_sc_hd__and3_1 | 76 |
| sky130_fd_sc_hd__a221oi_1 | 84 |
| sky130_fd_sc_hd__or3_1 | 45 |
| sky130_fd_sc_hd__nand2b_1 | 110 |
| sky130_fd_sc_hd__nor3_1 | 124 |
| sky130_fd_sc_hd__nand3_1 | 109 |
| sky130_fd_sc_hd__a21oi_1 | 844 |
| sky130_fd_sc_hd__and2_1 | 546 |
| sky130_fd_sc_hd__xor2_1 | 174 |
stage by stage:
stage	worst slack, ps	util [%]
2_1_floorplan	25970	-
3_3_place_gp	24300	52.1
3_5_place_dp	24300	52.1
4_1_cts	25130	53.5
5_1_grt	24610	53.5
6_report	25070	53.5
sequential cells by signal (all words and copies together), names as in the netlist, 39 cells and up:
name and flops:
sum 42, p3 41, p1 39, p2 39
routing by layer:
| metal | vias up | global-route usage (%) |
|---|---|---|
| met5 | - | 0 |
| met3 | 756 | 9.38 |
| met1 | 49600 | 42.0 |
| met4 | 2 | 17.1 |
| met2 | 2968 | 50.3 |
| li1 | 47300 | - |
cells by family (layout without fill, tap and decap cells):
group | after synthesis | in the layout | synth area share (%)
DFF | 897 | 897 | 13.4
other | 1 | 9 | 0.00279
and+or+nand+nor | 3685 | 3685 | 12.5
muxes | 37 | 37 | 0.290
xor gates and xnor gates | 599 | 599 | 3.92
buffers and inverters | 3766 | 3660 | 10.5
adders and majority gates | 3680 | 3680 | 47.2
AOI/OAI and AO/OA | 2484 | 2484 | 12.1
worst register-to-register path: cells and delay by family, from the launching register on:
kind | cells | cell delay (ps)
compound gates | 18 | 3610
simple gates | 4 | 920
flops | 1 | 300
fa+ha+maj | 14 | 6390
mux | 1 | 340
buf+inv | 12 | 2070
